[flow/run.sh]
#!/bin/bash
# OpenROAD 26Q1-2900-gdf79404cd8, Yosys 0.63+post, stock flow scripts
make -C /OpenROAD-flow-scripts/flow DESIGN_CONFIG=/design/flow/config.mk WORK_HOME=/design/flow/orfs finish
[flow/config.mk]
export PLATFORM = sky130hd
export DESIGN_NAME = statemachine
export DESIGN_NICKNAME = statemachine
export VERILOG_FILES = /design/flow/design.v
export SDC_FILE = /design/flow/constraint.sdc
export NUM_CORES = 4
export LEC_CHECK = 1
export CORE_AREA = 10 10 72 72
export DIE_AREA = 0 0 82 82
[flow/constraint.sdc]
current_design statemachine

set clk_period 2.1
set clk_io_pct 0.2

create_clock -name clk0 -period $clk_period [get_ports {slow_clock}]

set non_clock_inputs [all_inputs -no_clocks]
set_input_delay [expr $clk_period * $clk_io_pct] -clock clk0 $non_clock_inputs
set_output_delay [expr $clk_period * $clk_io_pct] -clock clk0 [all_outputs]
[flow/design.v]
module statemachine(input logic slow_clock, input logic resetb,
                    input logic [3:0] dscore, input logic [3:0] pscore, input logic [3:0] pcard3,
                    output logic load_pcard1, output logic load_pcard2, output logic load_pcard3,
                    output logic load_dcard1, output logic load_dcard2, output logic load_dcard3,
                    output logic player_win_light, output logic dealer_win_light);
    enum {s0, s1, s2, s3, s4, s5, s6} ps;
    always_ff @(posedge slow_clock) begin 
        if(!resetb) begin
            dealer_win_light <= 1'b0;
            player_win_light <= 1'b0;
            {load_pcard1, load_pcard2, load_pcard3, load_dcard1, load_dcard2, load_dcard3} <= {1'b0, 1'b0, 1'b0, 1'b0, 1'b0, 1'b0};
            ps <= s0;
        end
        else begin 
            case(ps)
                s0 : begin  
                    dealer_win_light <= 1'b0;
                    player_win_light <= 1'b0;
                    {load_pcard1, load_pcard2, load_pcard3, load_dcard1, load_dcard2, load_dcard3} <= {1'b1, 1'b0, 1'b0, 1'b0, 1'b0, 1'b0};
                    ps <= s1;
                end
                s1 : begin  
                    {load_pcard1, load_pcard2, load_pcard3, load_dcard1, load_dcard2, load_dcard3} <= {1'b0, 1'b0, 1'b0, 1'b1, 1'b0, 1'b0};
                    ps <= s2;
                end
                s2 : begin  
                    {load_pcard1, load_pcard2, load_pcard3, load_dcard1, load_dcard2, load_dcard3} <= {1'b0, 1'b1, 1'b0, 1'b0, 1'b0, 1'b0};
                    ps <= s3;
                end
                s3 : begin  
                    {load_pcard1, load_pcard2, load_pcard3, load_dcard1, load_dcard2, load_dcard3} <= {1'b0, 1'b0, 1'b0, 1'b0, 1'b1, 1'b0};
                    ps <= s4;
                end
                s4 : begin  
                    if(pscore > 4'b0111 || dscore > 4'b0111) begin  
                        {load_pcard1, load_pcard2, load_pcard3, load_dcard1, load_dcard2, load_dcard3} <= {1'b0, 1'b0, 1'b0, 1'b0, 1'b0, 1'b0};
                        ps <= s5;
                    end
                    else if(pscore < 4'b0110) begin  
                        {load_pcard1, load_pcard2, load_pcard3, load_dcard1, load_dcard2, load_dcard3} <= {1'b0, 1'b0, 1'b1, 1'b0, 1'b0, 1'b0};
                        ps <= s6;
                    end
                    else begin  
                        {load_pcard1, load_pcard2, load_pcard3, load_dcard1, load_dcard2, load_dcard3} <= {1'b0, 1'b0, 1'b0, 1'b0, 1'b0, 1'b0};
                        ps <= s6;
                    end
                end
                s5 : begin  
                    if(dscore > pscore)
                        dealer_win_light <= 1'b1;
                    else if(dscore < pscore)
                        player_win_light <= 1'b1;
                    else begin 
                        dealer_win_light <= 1'b1;
                        player_win_light <= 1'b1;
                    end
                    {load_pcard1, load_pcard2, load_pcard3, load_dcard1, load_dcard2, load_dcard3} <= {1'b0, 1'b0, 1'b0, 1'b0, 1'b0, 1'b0};
                    ps <= s0;
                end
                s6 : begin  
                    if(dscore > 4'b0110) begin  
                        {load_pcard1, load_pcard2, load_pcard3, load_dcard1, load_dcard2, load_dcard3} <= {1'b0, 1'b0, 1'b0, 1'b0, 1'b0, 1'b0};
                        ps <= s5;
                    end
                    else if(dscore == 4'b0110 && (pcard3 == 4'b0110 || pcard3 == 4'b0111)) begin  
                        {load_pcard1, load_pcard2, load_pcard3, load_dcard1, load_dcard2, load_dcard3} <= {1'b0, 1'b0, 1'b0, 1'b0, 1'b0, 1'b1};
                        ps <= s5;
                    end
                    else if(dscore == 4'b0101 && (pcard3 > 4'b0011 && pcard3 < 4'b1000)) begin  
                        {load_pcard1, load_pcard2, load_pcard3, load_dcard1, load_dcard2, load_dcard3} <= {1'b0, 1'b0, 1'b0, 1'b0, 1'b0, 1'b1};
                        ps <= s5;
                    end
                    else if(dscore == 4'b0100 && (pcard3 > 4'b0001 || pcard3 < 4'b1000)) begin  
                        {load_pcard1, load_pcard2, load_pcard3, load_dcard1, load_dcard2, load_dcard3} <= {1'b0, 1'b0, 1'b0, 1'b0, 1'b0, 1'b1};
                        ps <= s5;
                    end
                    else if(dscore == 4'b0011 && pcard3 < 4'b1000) begin  
                        {load_pcard1, load_pcard2, load_pcard3, load_dcard1, load_dcard2, load_dcard3} <= {1'b0, 1'b0, 1'b0, 1'b0, 1'b0, 1'b1};
                        ps <= s5;
                    end
                    else if(dscore < 4'b0011) begin  
                        {load_pcard1, load_pcard2, load_pcard3, load_dcard1, load_dcard2, load_dcard3} <= {1'b0, 1'b0, 1'b0, 1'b0, 1'b0, 1'b1};
                        ps <= s5;
                    end
                    else begin  
                        {load_pcard1, load_pcard2, load_pcard3, load_dcard1, load_dcard2, load_dcard3} <= {1'b0, 1'b0, 1'b0, 1'b0, 1'b0, 1'b0};
                        ps <= s5;
                    end
                end
                default : ps <= s0;
            endcase
        end
    end
endmodule
==> reports/results.txt <==
status - complete, no violations
Overflow after GRT - 0
total setup buffers inserted after CTS - 0
routed vias/inst - 3.82
CP Data Required Time - 2.28 ns
crit path cell chain - clkdlybuf4s50_1 -> or3b_1 -> or4_4 -> nor3_2
final wirelength - 1550 um
routability cong. - 0.720
synthesized area - 649 sq um
Critical Path AT - 1.89 ns
critical setup path kind - input port to register
CTS tree - done
first-iteration detailed-routing DRC count - 26
Final ANT Viol Nets - 0
Distinct cells, synth - 22
Port-buffer cells - 20
headroom to the max-slew limit - 0.719
post-CTS sizing - 0
worst vdd ir - 0.179 mV
die area - 0.00672 sq mm
register share after synthesis - 0.462
vias - 550
Residual DRC - 0
Clock Sink Count - 15
max_cap viols - 0
Hold WC Path Type - register to register
floorplan core density - 0.176
Final setup viols - 0
Clock transition at path regs - 0.05 ns
CORE AREA - 0.00369 sq mm
Latency at later pin - 0.24 ns
I/O pins - 22
DP Cell Count - 140
final core occ - 0.261
ys cells - 71
# diodes - 0
dpl ws - 0.139 ns
clk root buf - clkbuf_8
Top cell excl fill/tap - clkdlybuf4s50_1
first-pass GRT wire length - 2600 um
largest net degree at the start of global routing - 10
Worst Path Max Fanout - 3
fin. max-slew vios - 0
fillcell total - 407
drt pass-1 iters - 2
layout cells sized above 1 - 0.135
CTS buffer count - 3
Final WS setup - 0.385 ns
Final Hold Viols - 0
DR WL/cell - 10.7 um
slowest cell on the critical path - clkdlybuf4s50_1
vias in the first global route - 585
Synth-to-Final Area Change - 48.2%
Static Leak - 0.364 nW
dominant logic cell types in the final layout - clkdlybuf4s50_1 (20), dfxtp_1 (15), inv_1 (8), a21oi_1 (6), nor2_1 (5)
Critical Path End Type - register
Worst Tran Pin Value - 0.411 ns
Max clock buf depth - 2
H-tree depth - 1
Mapped Avg Cell Area - 9.15 sq um
placed cell areas - 917 sq um
OpenROAD warnings - 26
fin crit period - 1.71 ns
Die X - 82 um
cts hold-fix bufs - 0
gr usage total - 0.0472
total negative slack - 0 ns
cycle use final - 0.816
FP Rows - 22
Worst Skew - 0.00188 ns
Design Area, Final - 962 sq um
CP max stage delay - 0.49 ns
Chip Height - 82 um
startpoint types - input port
antenna violations before repair - 0
YS chip area - 649 sq um
Non-Filler Instances - 144
DP HPWL - 1300 um
flops & latches, synth - 15
RSZ-0062 raised after global routing - false
Max Freq - 583 MHz
power per cell area - 621 mW/mm^2
Synthesis Warnings - 1
gate count of the mapped netlist - 71
## per-stage QoR
step | hold slack, ns | total power (W)
finish | 0.451 | 0.000598
global route | 0.496 | 0.000626
CTS | 0.454 | 0.000603
detailed placement | 0.446 | 0.000378
global placement | 0.442 | 0.000376
floorplan | 0.414 | 0.000334
## where the power goes
group	switching [W]	internal, W	total (W)
logic	0.0000291	0.0000430	0.0000721
clock network	0.0000930	0.000134	0.000227
registers	0.00000639	0.000292	0.000298
## cells by family after synthesis
kind of cell | share of synthesized area
adders and majority gates | 0.0771
buffers and inverters | 0.0462
and+or+nand+nor | 0.276
AOI/OAI and AO/OA | 0.139
DFF | 0.462
## per-layer routing
metal,track usage,vias up,wire length (um)
met1,0.0524,237,630
met5,0,-,0
li1,-,295,-
met2,0.0799,14,718
met4,0.0102,0,41
met3,0.0231,4,157
## worst max-delay path: cells and delay by family
| family | cells | cell delay (ns) |
|---|---|---|
| buf+inv | 1 | 0.49 |
| simple gates | 3 | 0.98 |
## synth_stat cells, drive strengths merged
cell type / number / share of area
a2111oi: 1 / 0.013
a21oi: 6 / 0.046
a311oi: 2 / 0.027
a31o: 1 / 0.013
and2: 4 / 0.046
and3: 1 / 0.012
dfxtp: 15 / 0.46
ha: 4 / 0.077
inv: 8 / 0.046
nand2: 4 / 0.023
nand2b: 4 / 0.039
nand4: 1 / 0.0096
nor2: 5 / 0.029
nor3: 4 / 0.046
nor4: 2 / 0.019
o21ai: 5 / 0.039
or2: 1 / 0.0096
or2b: 1 / 0.012
or3b: 1 / 0.013
or4: 1 / 0.017
## flip-flops by register name, summed over array words and instances (netlist names)
name / flops
load_pcard3: 1
load_pcard1: 1
load_dcard2: 1
dealer_win_light: 1
ps: 7
player_win_light: 1
load_dcard3: 1
load_pcard2: 1
load_dcard1: 1
## cell type report
type,instances,area [sq um],area share
multi-input combinational,48,319,0.332
sequential,15,300,0.312
timing repair buffer,21,208,0.216
tap,48,60.1,0.0624
clock buffer,4,45.0,0.0468
inverter,8,30.0,0.0312
## final timing paths
path	startpoint	to	slack [ns]	cells after the start
worst max-delay path	resetb	load_pcard2	0.39	4
worst min-delay path	load_dcard3	load_dcard3	0.45	2
worst max register to register	ps[5]	load_pcard2	0.68	3
worst min register to register	load_dcard3	load_dcard3	0.45	2
No activity file was given, so power comes from the tool's default toggle rates.
