==> design.v <==
module card7seg(input logic [3:0] card, output logic [6:0] seg7);
    always_comb begin
        case(card)
        4'b0000: seg7 = 7'b1111111;  
        4'b0001: seg7 = 7'b0001000;  
        4'b0010: seg7 = 7'b0100100;  
        4'b0011: seg7 = 7'b0110000;  
        4'b0100: seg7 = 7'b0011001;  
        4'b0101: seg7 = 7'b0010010;  
        4'b0110: seg7 = 7'b0000010;  
        4'b0111: seg7 = 7'b1111000;  
        4'b1000: seg7 = 7'b0000000;  
        4'b1001: seg7 = 7'b0010000;  
        4'b1010: seg7 = 7'b1000000;  
        4'b1011: seg7 = 7'b1100001;  
        4'b1100: seg7 = 7'b0011000;  
        4'b1101: seg7 = 7'b0001001;  
        4'b1110: seg7 = 7'b1111111;  
        4'b1111: seg7 = 7'b1111111;  
        default : seg7 = 7'b1111111;  
    endcase
    end
endmodule
module datapath(input logic slow_clock, input logic fast_clock, input logic resetb,
                input logic load_pcard1, input logic load_pcard2, input logic load_pcard3,
                input logic load_dcard1, input logic load_dcard2, input logic load_dcard3,
                output logic [3:0] pcard3_out,
                output logic [3:0] pscore_out, output logic [3:0] dscore_out,
                output logic [6:0] HEX5, output logic [6:0] HEX4, output logic [6:0] HEX3,
                output logic [6:0] HEX2, output logic [6:0] HEX1, output logic [6:0] HEX0);
    logic [3:0] pcard1;
    logic [3:0] pcard2;
    logic [3:0] pcard3;
    logic [3:0] dcard1;
    logic [3:0] dcard2;
    logic [3:0] dcard3;
    logic [3:0] dealcard;
    logic [3:0] pscore;
    logic [3:0] dscore;
    dealcard dc(fast_clock, resetb, dealcard);
    vDFFE #(4) p1(slow_clock, load_pcard1, resetb, dealcard, pcard1);
    vDFFE #(4) p2(slow_clock, load_pcard2, resetb, dealcard, pcard2);
    vDFFE #(4) p3(slow_clock, load_pcard3, resetb, dealcard, pcard3);
    vDFFE #(4) d1(slow_clock, load_dcard1, resetb, dealcard, dcard1);
    vDFFE #(4) d2(slow_clock, load_dcard2, resetb, dealcard, dcard2);
    vDFFE #(4) d3(slow_clock, load_dcard3, resetb, dealcard, dcard3);
    card7seg c1(.card(pcard1), .seg7(HEX0));
    card7seg c2(.card(pcard2), .seg7(HEX1));
    card7seg c3(.card(pcard3), .seg7(HEX2));
    card7seg c4(.card(dcard1), .seg7(HEX3));
    card7seg c5(.card(dcard2), .seg7(HEX4));
    card7seg c6(.card(dcard3), .seg7(HEX5));
    scorehand shp(.card1(pcard1), .card2(pcard2), .card3(pcard3), .total(pscore));
    scorehand shd(.card1(dcard1), .card2(dcard2), .card3(dcard3), .total(dscore));
    always_comb begin 
        pcard3_out = pcard3;
        pscore_out = pscore;
        dscore_out = dscore;
    end
endmodule
module vDFFE (clk, en, resetb, in, out);
	parameter n = 1;
	input clk, en, resetb;
	input [n-1:0] in;
	output logic [n-1:0] out;
	always_ff @ (posedge clk) begin 
        if(!resetb)
            out <= {4{1'b0}};
        else
            out <= en ? in : out;
    end
endmodule
module dealcard(input logic clock, input resetb, output logic [3:0] new_card);
logic [3:0] dealer_card;
always_ff @(posedge clock)
  if (resetb == 0)
     dealer_card <= 1;  
  else
     if (dealer_card == 13)
	     dealer_card <= 1;
	  else 
	     dealer_card++;
assign new_card = dealer_card;
endmodule
module scorehand(input logic [3:0] card1, input logic [3:0] card2, input logic [3:0] card3, output logic [3:0] total);
    logic [4:0] score;
    logic [3:0] value1, value2, value3;
    always_comb begin
        value1 = (card1>4'b1001) ? 4'b0000 : card1;  
        value2 = (card2>4'b1001) ? 4'b0000 : card2;  
        value3 = (card3>4'b1001) ? 4'b0000 : card3;  
        score = (value1 + value2 + value3) % 10;
    end
    assign total = score;
endmodule
==> run.sh <==
#!/bin/bash
# OpenROAD 26Q1-2900-gdf79404cd8, Yosys 0.63+post, stock flow scripts
make -C /OpenROAD-flow-scripts/flow DESIGN_CONFIG=/design/flow/config.mk WORK_HOME=/design/flow/orfs finish
==> config.mk <==
export PLATFORM = sky130hd
export DESIGN_NAME = datapath
export DESIGN_NICKNAME = datapath
export VERILOG_FILES = /design/flow/design.v
export SDC_FILE = /design/flow/constraint.sdc
export NUM_CORES = 4
export LEC_CHECK = 1
export CORE_UTILIZATION = 50
==> constraint.sdc <==
current_design datapath

set clk_period 4.7
set clk_io_pct 0.2

create_clock -name clk0 -period $clk_period [get_ports {fast_clock}]
create_clock -name clk1 -period $clk_period [get_ports {slow_clock}]

set non_clock_inputs [all_inputs -no_clocks]
set_input_delay [expr $clk_period * $clk_io_pct] -clock clk0 $non_clock_inputs
set_output_delay [expr $clk_period * $clk_io_pct] -clock clk0 [all_outputs]
==> deck_impl_summary.md <==
Implementation Results

Yosys
  – Ys flop type: dfxtp_1
  – Synth Area per Inst: between 8 and 9 um2
  – Mapped Cells: 574
  – Post-synthesis async set-or-reset flop share: 0
  – Yosys Chip Area: 0.00485 mm2
  – Main logic family: AND-OR/OR-AND gates
  – Yosys aoi share: 0.197
  – Synth Seq Share: 0.289
  – Xor+xnor area frac: 0.0199
  – Yosys warnings: 5
  – Cell Type Count: around 65
  – Post-synth EDFFs: 0
  – MUX area fraction: 0.0758
  – Cell Area, Synth: just under 0.005 mm2
  – Synth flops: around 70
  – Yosys adder share: 0.171
  – Ys cells: around 570
  – Simple Share, Synth: 0.194

Setup path
  – CP Launch Type: flop
  – Arr. time, crit path: 4.69 ns
  – Setup CP Type: reg -> out
  – R2R cell count: 9
  – Crit path max-delay cell type: a2111oi_2
  – R2R Path Start: dc.dealer_card[1]$_SDFF_PP0_
  – WP buf/inv: 2
  – Crit-path leading delay family: AND-OR/OR-AND gates
  – Kind of end point of the critical path: output pin
  – CP Data Required Time: 3.76 ns
  – Reg-to-reg endpoint: HEX4[4]$_DFF_P_
  – Stages on the worst setup path: 25
  – Worst path max stage delay: around 0.36 ns
  – FF-to-FF setup slack: 2.64 ns
  – Worst setup path endpoint: pscore_out[3]
  – Worst Setup SP: p2.out[2]$_SDFFE_PN0P_
  – Worst-path maximum fanout: 3

Run status
  – Violated checks: negative setup slack
  – Outcome: finished with violations

Placement
  – RePlAce Congestion: 0.867
  – I/O Buffers: approximately 61
  – Dpl hpwl: 7.54 mm

Job
  – # Max-Cap Violations: 0
  – Tool Warnings: approximately 63

CTS
  – Clock slew at reported path FFs: roughly 0.070 ns
  – Sink Count: approximately 70
  – CTS tree: yes

Drt
  – Via/cell ratio: 5.08
  – Starting DRT DRC Count: about 170
  – Routed WL: 10.3 mm
  – DRC Markers: 0
  – Antenna viol nets, final: 0
  – WL/cell: ~12 um
  – Vias: between 4000 and 5000
  – DR pass1 iterations: 4
  – Number of diodes: 0

Final timing
  – Final Hold Violation Tally: 0
  – Fin Setup TNS: -3.19 ns
  – Slew margin rel.: 0.588
  – Pin slew with the least headroom to its limit: roughly 0.6 ns
  – Clock skew: approximately 0.0094 ns
  – Final worst setup slack: -0.930 ns
  – Final setup violation count: 6
  – RSZ-0062 raised after global routing: true
  – Max-slew violations: 0

Pwr
  – Logic pwr share: 0.300
  – Clock Power Share: 0.300
  – Sequential power share: 0.400
  – Power density of the placed cells: about 260 mW/mm2
  – Switching portion of total power: 0.275
  – Switching power: roughly 0.47 mW
  – Internal power: 1.25 mW
  – Maximum VDD drop: roughly 0.00017 V
  – Total leakage power: 3.16 nW

Cells and area
  – Final core utilization: 0.724
  – Layout cell share with drive strength beyond 1: 0.285
  – Area grow syn2layout: 39.3%

Hold path
  – Worst hold stages: 2
  – Min-delay worst type: reg -> reg

GRT
  – Total Routing Usage GR: 0.212
  – Global-route wire length before repair: between 15 and 20 mm
  – Grt ovf: 0
  – Antenna violations before repair: 0
  – Vias in the first global route: roughly 4000
  – Largest net degree at the start of global routing: 20

Floorplanning
  – # IOs: approximately 63
  – Core outline area: a little over 0.009 mm2
  – # rows: 35
  – Floorplan Utilization: 0.520
  – Horiz. Die Dim: ~100 um
  – Die ar.: a little over 0.01 mm2
  – DIE HEIGHT: ~100 um
==> cell usage after synthesis, types with 3 or more instances <==
library cell | instances | area (um2)
dfxtp_1 | 70 | 1400
nand2_1 | 68 | 255
ha_1 | 60 | 751
inv_1 | 54 | 203
nor2_1 | 42 | 158
o21ai_0 | 40 | 200
nor2b_1 | 25 | 156
a21oi_1 | 19 | 95.1
mux2_2 | 18 | 203
mux2i_1 | 15 | 150
nand3_1 | 13 | 65.1
clkbuf_1 | 11 | 41.3
a211oi_1 | 10 | 75.1
nor3b_1 | 8 | 60.1
xnor2_1 | 8 | 70.1
a31oi_1 | 7 | 43.8
and2_1 | 7 | 43.8
nand2b_1 | 7 | 43.8
a21o_1 | 6 | 45.0
nor3_1 | 5 | 25.0
o22ai_1 | 5 | 31.3
a21boi_0 | 4 | 30.0
a31o_2 | 4 | 35.0
fa_1 | 4 | 80.1
o21a_1 | 4 | 30.0
and3_1 | 3 | 18.8
clkinv_1 | 3 | 11.3
o211ai_1 | 3 | 22.5
o2bb2ai_1 | 3 | 26.3
o311a_1 | 3 | 30.0
or2_1 | 3 | 18.8
xor2_1 | 3 | 26.3
==> tightest hold or removal path, cell delays in order, from the launching register on <==
cell	delay [ns]
dfxtp_1	0.32
mux2i_1	0.08
nor2b_1	0.10
==> repair_timing <==
| item | 4_1_cts | 5_1_grt |
|---|---|---|
| hold endpoints to repair | 0 | 0 |
| buffers inserted | 10 | 8 |
| gates resized | 65 | 25 |
| setup endpoints to repair | 6 | 6 |
| hold buffers | 0 | 0 |
| pin swaps | 46 | 32 |
==> cells by family after synthesis <==
family,count (synthesis)
compound gates,134
xor+xnor,11
fa+ha+maj,64
buf+inv,69
flops,70
mux,34
simple gates,192
==> flip-flops by register name, summed over array words and instances, names as in the netlist <==
signal / cells
HEX0: 7
HEX1: 7
HEX2: 7
HEX3: 7
HEX4: 7
HEX5: 7
d1.out: 4
d2.out: 4
d3.out: 4
dc.dealer_card: 4
p1.out: 4
p2.out: 4
p3.out: 4
==> how the worst min path moves through the flow <==
| stage | from | end | slack, ns |
|---|---|---|---|
| after CTS | d2.out[0]$_SDFFE_PN0P_ | d2.out[0]$_SDFFE_PN0P_ | 0.55 |
| after global routing | d2.out[0]$_SDFFE_PN0P_ | d2.out[0]$_SDFFE_PN0P_ | 0.59 |
| final | d2.out[0]$_SDFFE_PN0P_ | d2.out[0]$_SDFFE_PN0P_ | 0.54 |
==> placed cells by master (no fill, tap or decap), types with 4 or more instances in the layout <==
cell	synthesis	final
buf_4	0	82
nand2_1	68	67
dfxtp_1	70	66
clkdlybuf4s50_1	0	55
inv_1	54	51
ha_1	60	50
nor2_1	42	37
o21ai_0	40	31
nor2b_1	25	23
mux2_2	18	18
a21oi_1	19	16
mux2i_1	15	15
nand3_1	13	12
clkbuf_8	0	12
a211oi_1	10	8
o21ai_1	0	7
a31oi_1	7	7
buf_6	0	7
nor3b_1	8	6
xnor2_1	8	6
a21o_1	6	6
ha_4	0	6
buf_2	1	6
nor2_2	0	5
nand2b_1	7	5
and2_1	7	5
a21oi_2	1	4
o21a_1	4	4
a31o_2	4	4
nor3_1	5	4
fa_2	0	4
ha_2	0	4
dfxtp_2	0	4
==> layout make-up <==
class                           instances  area, um2
Sequential cell                        70       1410
Multi-Input combinational cell        435       3480
Inverter                               57        214
Tap cell                              129        161
Clock inverter                          5       57.6
Clock buffer                           12        165
Fill cell                             682       2570
Timing Repair Buffer                  150       1270
==> routing by layer <==
layer	wire, um	global-route usage
met5	0	0
met4	90	0.0234
met3	350	0.0388
met2	4510	0.332
met1	5340	0.322
==> power by group through the flow <==
stage / registers [mW] / logic [mW] / clock network [mW]
CTS: 0.690 / 0.496 / 0.535
global route: 0.697 / 0.578 / 0.563
finish: 0.690 / 0.516 / 0.517
==> through the flow <==
| step | std cells | cell area [um2] | setup WS [ns] | power [mW] | hold slack (ns) |
|---|---|---|---|---|---|
| 4_1_cts | 851 | 6590 | -1.01 | 1.72 | 0.552 |
| 5_1_grt | 858 | 6760 | -1.23 | 1.84 | 0.589 |
| 3_5_place_dp | 824 | 6160 | -1.01 | 1.18 | 0.531 |
| 6_report | 858 | 6760 | -0.930 | 1.72 | 0.539 |
| 3_3_place_gp | 824 | 6160 | -0.893 | 1.17 | 0.517 |
| 2_1_floorplan | 574 | 4890 | -0.409 | 0.947 | 0.494 |
No activity file was given, so power comes from the tool's default toggle rates.
